--- flow/run.sh ---
#!/bin/bash
# OpenROAD 26Q1-2900-gdf79404cd8, Yosys 0.63+post, stock flow scripts
make -C /OpenROAD-flow-scripts/flow DESIGN_CONFIG=/design/flow/config.mk WORK_HOME=/design/flow/orfs finish
--- flow/config.mk ---
export PLATFORM = sky130hd
export DESIGN_NAME = top_level
export DESIGN_NICKNAME = top_level
export VERILOG_FILES = /design/flow/design.v
export SDC_FILE = /design/flow/constraint.sdc
export NUM_CORES = 4
export LEC_CHECK = 1
export CORE_AREA = 10 10 70 70
export DIE_AREA = 0 0 80 80
export SYNTH_HDL_FRONTEND = slang
export SYNTH_MEMORY_MAX_BITS = 65536
--- flow/constraint.sdc ---
current_design top_level

set clk_period 2.4
set clk_io_pct 0.2

create_clock -name clk0 -period $clk_period [get_ports {clk}]

set non_clock_inputs [all_inputs -no_clocks]
set_input_delay [expr $clk_period * $clk_io_pct] -clock clk0 $non_clock_inputs
set_output_delay [expr $clk_period * $clk_io_pct] -clock clk0 [all_outputs]
--- flow/design.v ---
module Control #(parameter opwidth = 4, mcodebits = 4)(
  input        [mcodebits-1:0]  instr,     
  input                         ldImmed,
  output logic                  RegDst,    
                                Branch,    
                                MemtoReg,  
                                MemWrite,  
                                ALUSrc,    
                                RegWrite,  
  output logic [opwidth-1:0]    ALUOp);	   
always_comb begin
  RegDst    = 'b0;    
  Branch 	  = 'b0;    
  MemWrite  =	'b0;    
  ALUSrc 	  =	'b0;    
  RegWrite  =	'b1;    
  MemtoReg  =	'b0;    
  ALUOp	    = instr;  
  if (ldImmed)
    ALUSrc = 'b1;
  else
  begin
    case (instr)
      4'b0000:  
        ALUSrc = 'b1;
      4'b0001, 4'b0010, 4'b0011:  
      begin
        Branch = 'b1;
        RegWrite = 'b0;
      end
      4'b0100:   
        MemtoReg = 'b1;
      4'b0101:   
      begin
        MemWrite = 'b1;
        RegWrite = 'b0;
      end
      4'b0111:   
        RegDst = 'b1;
      4'b1111:   
        RegWrite = 'b0;
    endcase
  end
end
endmodule
module PC #(parameter width = 12)(
  input reset,					 
        clk,
		    reljump_en,      
        absjump_en,				 
  input         [width-1:0] target,	 
  output logic  [width-1:0] prog_ctr
);
  always_ff @(posedge clk)
    if (reset)
	    prog_ctr <= '0;
	  else if (reljump_en)
	    prog_ctr <= target[width-1]? prog_ctr - target : prog_ctr + target;
    else if (absjump_en)
	    prog_ctr <= target;
    else
	    prog_ctr <= prog_ctr + 'b1;
endmodule
module alu (
    input [3:0] aluOp,     
    input [7:0] inAcc,     
                inOpr,        
    input       cin,   
                ldImmed,
    output logic [7:0]  result,
    output logic        cout,  
                        pari,        
                        zero         
);
logic       shift_dir;
logic [2:0] shift_amount;
  always_comb 
  begin
    result        = 'b0;
    cout          = 'b0;
    zero          = !result;
    pari          = ^result;
    shift_dir     = inOpr[3];
    shift_amount  = inOpr[2:0];
    if (ldImmed) result = inOpr;
    else
    begin
      case (aluOp)
        4'b0000:   
        begin
          if (shift_dir)   
          begin
            result = inAcc >>> shift_amount + 1;
            cout = inAcc[0];
          end
          else             
          begin
            result = inAcc << shift_amount + 1;
            cout = inAcc[7];
          end
        end
        4'b0001, 4'b0010, 4'b0011:  
          result = inAcc;
        4'b0100, 4'b0101:  
          result = inOpr;
        4'b0110:  
          result = inOpr;
        4'b0111:  
          result = inAcc;
        4'b1000:  
          result = inAcc & inOpr;
        4'b1001:  
          result = inAcc | inOpr;
        4'b1010:  
          result = inAcc ^ inOpr;
        4'b1011:  
          result = ~inOpr;
        4'b1100:  
          {cout, result} = inAcc + inOpr + cin;
        4'b1101:  
          {cout, result} = inAcc - inOpr + cin;
        4'b1110:  
          result = inAcc;
        4'b1111:  
          result = 'b0;
      endcase
    end
  end
endmodule
module dat_mem (
    input        [7:0] data_in,
    input              clk,
    input              wr_en,    
    input        [7:0] addr,     
    input              start,  
    output logic [7:0] data_out
);
  logic [7:0] core[256];   
  assign data_out = core[addr];
  always_ff @(posedge clk)
    if (wr_en && !start)   
      core[addr] <= data_in;
endmodule
module instr_ROM #(parameter pc_width=12)(
  input       [pc_width-1:0] prog_ctr,     
  output logic[ 8:0] mach_code);
  logic[8:0] core[2**pc_width];
  initial							     
    $readmemb("mach_code.txt",core);
  always_comb  mach_code = core[prog_ctr];
endmodule
module reg_file #(parameter pw=4)(
  input[7:0] data_in,
  input      clk,
  input      wr_en,            
  input[pw:0] wr_addr,		   
              rd_addrOpr,		   
  output logic[7:0] opr_out,  
                    acc_out);
  logic[7:0] core[2**pw];     
  assign opr_out = rd_addrOpr? core[rd_addrOpr] : 'b0;
  assign acc_out = core[0];
  always_ff @(posedge clk)
    if(wr_en)				    
      core[wr_addr] <= data_in; 
endmodule
module top_level(
  input         clk,
                reset,
                start, 
  output logic  done
  );
  parameter PC_WIDTH = 12,           
            ALU_CMD_WIDTH = 4;       
  wire [PC_WIDTH-1:0]   target,      
                        prog_ctr;    
  wire                  RegWrite;
  wire [7:0]            oprData,		 
                        accData,    
                        regWrite_data,   
                        muxB, 
			                  aluResult,                
                        immed;
  logic sc_in,                   
   		  pariQ,              	   
		    zeroQ,                   
        sc_out;
  wire  relj_en;                    
  wire  pari,
        zero,
        sc_clr,
        sc_en,
        MemWrite,
        MemtoReg,
        RegDst,
        ALUSrc;		               
  wire  ldImmed,
        shift_dir;
    wire [2:0]  shift_amnt;
  wire  [ALU_CMD_WIDTH-1:0] aluOp,
                            opcode;
  wire  [8:0]               mach_code;         
  wire  [3:0]               oprAddr,
                            muxRegDst;  
  instr_ROM ir1
  (
    .prog_ctr   (prog_ctr),  
    .mach_code  (mach_code)  
  );
  assign opcode = mach_code[7:4];
  assign oprAddr = mach_code[3:0];
  assign ldImmed = mach_code[8];
  assign immed = mach_code[7:0];
  Control ctl1
  (
    .instr    (opcode),
    .RegDst   (RegDst), 
    .Branch   (relj_en), 
    .MemWrite (MemWrite), 
    .ALUSrc   (ALUSrc), 
    .RegWrite (RegWrite),     
    .MemtoReg (MemtoReg),
    .ALUOp    (aluOp)      
  ); 
  PC #(.width(PC_WIDTH)) pc1 			   
  (
    .reset      (reset),
    .clk        (clk),
    .reljump_en (relj_en),
    .absjump_en (absj),
    .target     (12'(signed'(oprData))),
    .prog_ctr   (prog_ctr)
  );
  assign muxRegDst = RegDst? oprAddr : 4'b0000;  
  reg_file #(.pw(4)) rf1
  (
    .data_in     (regWrite_data),	    
    .clk        (clk),
    .wr_en      (RegWrite),
    .rd_addrOpr (oprAddr),
    .wr_addr    (muxRegDst),       
    .opr_out    (oprData),
    .acc_out    (accData)
  ); 
  assign muxB = ALUSrc? immed : oprData;
  alu alu1
  (
    .aluOp  (aluOp),
    .inAcc  (accData),
    .inOpr  (muxB),
    .cin    (sc_in),    
    .result (aluResult),
    .cout   (sc_out),  
    .pari   (pari)
  );  
  dat_mem dm1
  (
    .data_in  (accData),   
    .clk      (clk),   
		.wr_en    (MemWrite),  
		.addr     (oprData),   
    .start    (start),
    .data_out (regWrite_data)
  );  
  always_ff @(posedge clk) 
  begin
    pariQ <= pari;
	  zeroQ <= zero;
    if(sc_clr)
	    sc_in <= 'b0;
    else if(sc_en)
      sc_in <= sc_out;
  end
  assign done = prog_ctr == 128;
endmodule
==> run notes <==
The flow run is done. Net switching power figure landed at 0.08435 mW. Subtracting the final worst setup slack from the clock period gives 1.941 ns. Once detail routing completed, the nets flagged for antenna violations numbered 0. In the synthesized netlist, the number of instances is 63. Maximum clock rate landed at 0.5153 GHz. Clock latency of the later-clocked register in the worst-skew pair landed at 0.27 ns. Counting instances, the worst hold path has a depth of 1. In the routed layout, each cell is associated on average with a via count of 4.168.

The path class of the tightest hold or removal check is flip-flop to flip-flop. Post-synthesis cell type count landed at 21. Per the OpenROAD floorplan log, the height of the die is 80 um.

For this design the static power due to leakage is 0.2271 nW. Number of global-route vias before repair landed at 416. In the Yosys report, the sequential cells make up 43.15% of the chip area. Wire length of the first global-routing pass landed at 1.842 mm. Setup repair after global routing left no endpoint under its margin. The registers reported with the highest flop counts are pc1.prog_ctr x12. Area fraction in and, or, nand and nor cells landed at 27.87%. Looking at area per cell type in the netlist, the leader is sky130_fd_sc_hd__dfxtp_1. Biggest fanout along the worst timing path landed at 5.

The worst register-to-register path begins at pc1.prog_ctr[2]$_SDFF_PP0_. The global route stage reports its total congestion overflow as 0. CTS built an H-tree with a depth of 1. The count of buffers added on input and output ports is 2. The first detailed-routing pass ran for 4 iterations. Xor and xnor fraction of the mapped netlist area landed at 4.719%. For met2 alone, demand over resource in global routing was 4.896%. Largest net degree at the start of global routing landed at 13. STA lists the startpoint of the worst hold path as pc1.prog_ctr[0]$_SDFF_PP0_.

The library cell used most frequently in the layout, excluding fill and tap cells, is sky130_fd_sc_hd__dfxtp_1. The flow ran to the end, and the final reports show no timing, DRC or antenna violations. Max-cap violations in this run came to 0. Mean instance size in the synthesized netlist landed at 8.838 sq um. On met1, the global router reports a usage of 4.804%. Worst clock skew on the final layout landed at 0.01233 ns.

The transition time recorded at the tightest slew-check pin is 0.4360 ns. On the critical path the data arrives at 1.46 ns. Fraction of final layout cells sized beyond drive strength 1 landed at 13.43%. Looking at the setup timing report, the critical path kind is flip-flop to output port. Count of warning messages emitted by the tools landed at 27.

Worst setup slack for register-to-register paths landed at 0.84 ns. The report lists the number of standard-cell rows as 21. Net switching is 21.59% of the power. The chip occupies 6400 sq um. Antenna diode count landed at 0. Clock slew seen by the registers of the worst setup and hold paths landed at 0.07 ns. Max-slew violation count landed at 0. Normalized max-slew margin landed at 70.84%. Per the power-grid run, VDD falls by no more than 0.2919 mV. STA classifies the critical path endpoint as an output port.

Cell area after synthesis landed at 556.8 sq um. For this configuration, the core starts out at a cell density of 16.30%. The data required time reported for the critical path is 1.92 ns.

Area share of the largest cell type after synthesis landed at 43.15%. TritonCTS built the clock tree. The placement stage leaves a total instance area of 619.3 sq um.

Number of buffers created by CTS landed at 3. Across all layers, the routed design uses 471 vias. Worst hold slack after final layout landed at 0.4782 ns. Dividing the final minimum period by the clock period gives 80.86%.

The congestion estimate from routability-driven global placement came to 0.6796. Wire length after detailed routing landed at 1.075 mm. Sequential share of power landed at 53.9%. In this run the clock root is driven by a sky130_fd_sc_hd__clkbuf_4. STA classifies the critical path startpoint as a flip-flop. The horizontal die dimension reported for this design is 80 um. STA shows the worst min-delay path finishing at pc1.prog_ctr[0]$_SDFF_PP0_. After synthesis, the cell types taking the most area are sky130_fd_sc_hd__dfxtp_1, sky130_fd_sc_hd__a21oi_1, sky130_fd_sc_hd__o31ai_1, sky130_fd_sc_hd__or4_1, sky130_fd_sc_hd__ha_1. Total number of yosys warnings landed at 2. Power share of the combinational group landed at 4.9%. The global router reports that the layer with the highest usage is met2. Share of synthesized area spent on multiplexers landed at 0%. From the final report, the count of setup violators was given as 0. DRC violations left landed at 0.

The register with the most flip-flops in the final layout is pc1.prog_ctr. Number of antenna violations at the first check in global routing landed at 0. Post-DP HPWL landed at 748.5 um. Compound-gate portion of the synthesized area landed at 14.38%.

The synthesized netlist has a Yosys-reported chip area of 556.8 sq um. Number of DRC markers after the initial detailed-route iteration landed at 44. After routing, the total negative slack on setup checks comes to 0 ns. From synthesis to final layout, the design area changed by 21.12%. In the layout the commonest cells are sky130_fd_sc_hd__dfxtp_1, sky130_fd_sc_hd__a21oi_1, sky130_fd_sc_hd__nand3_1. Per report_power, the clock group accounts for 41.2% of the total. Yosys reported a register bit count of 12. The worst register-to-register path depth is 3. Total power of the final layout landed at 0.3906 mW. Grouping non-sequential cells by family puts the most area in simple AND/OR/NAND/NOR gates.

The final report gives the standard cell area, fillers excluded, as 674.4 sq um. Internal cell power landed at 0.3063 mW. The synth_stat.txt file lists the number of cells as 63. TritonRoute output was used to compute an average wire per cell of 9.513 um.

Met3 capacity usage during global routing landed at 1.818%. Counting along the longest clock path gives a buffer depth of 2. Total track usage landed at 3.495%. The script computed a power per unit cell area of 579.2 nW/um^2. Number of flip-flops under the largest register name landed at 12. I/O pin count landed at 4. For reference, the final report shows the hold violation count at 0. The capture point of the worst register-to-register path is recorded as pc1.prog_ctr[11]$_SDFF_PP0_. CTS saw 12 sinks. The region available for standard cell placement spans 3416 sq um. In this run, the synthesized area fraction spent on adder and majority cells is recorded as 4.494%.
-- worst max path at each step --
stage,start,cells past startpoint,endpoint,slack [ns]
global route,pc1.prog_ctr[1]$_SDFF_PP0_,6,done,0.34
finish,pc1.prog_ctr[1]$_SDFF_PP0_,6,done,0.46
CTS,pc1.prog_ctr[0]$_SDFF_PP0_,6,done,0.07
-- cell type report --
class                           count  area [sq um]
Timing Repair Buffer                2         22.52
Multi-Input combinational cell     45         301.5
Clock buffer                        4         36.28
Sequential cell                    12         241.5
Fill cell                         383          2741
Tap cell                           46         57.56
Inverter                            4         15.01
-- layer usage --
layer / vias to the layer above / wire length, um
li1: 240 / -
met1: 225 / 543
met2: 4 / 470
met3: 2 / 51
met4: 0 / 10
met5: - / 0
-- power by group through the flow --
stage                 combinational [mW]  sequential, mW  clock (mW)
after CTS                         0.0173           0.210       0.165
after global routing              0.0221           0.211       0.171
final                             0.0192           0.210       0.161
-- kinds of logic after synthesis --
family | count (synthesis)
AND-OR/OR-AND | 14
flip-flops | 12
adder cells (fa/ha/maj) | 2
AND/OR/NAND/NOR | 26
buffers and inverters | 6
XOR/XNOR | 3
-- Yosys cell counts --
library cell / n
sky130_fd_sc_hd__xor2_1: 2
sky130_fd_sc_hd__nor4_1: 1
sky130_fd_sc_hd__xnor2_1: 1
sky130_fd_sc_hd__nand4_2: 1
sky130_fd_sc_hd__or3_2: 2
sky130_fd_sc_hd__ha_1: 2
sky130_fd_sc_hd__nand2_1: 4
sky130_fd_sc_hd__nand4_1: 1
sky130_fd_sc_hd__nand3_1: 5
sky130_fd_sc_hd__clkbuf_1: 1
sky130_fd_sc_hd__or3_1: 1
sky130_fd_sc_hd__dfxtp_1: 12
sky130_fd_sc_hd__or4_1: 4
sky130_fd_sc_hd__nor2_1: 4
sky130_fd_sc_hd__buf_6: 1
sky130_fd_sc_hd__nor4b_1: 2
sky130_fd_sc_hd__inv_1: 4
sky130_fd_sc_hd__o21ai_0: 3
sky130_fd_sc_hd__o31ai_1: 4
sky130_fd_sc_hd__a21oi_1: 7
sky130_fd_sc_hd__nor2b_1: 1
-- per-stage QoR --
| stage | setup slack (ns) | std cells | utilization (%) |
|---|---|---|---|
| 5_1_grt | 0.3374 | 113 | 19.74 |
| 2_1_floorplan | 1.054 | 63 | - |
| 6_report | 0.4593 | 113 | 19.74 |
| 4_1_cts | 0.07204 | 113 | 19.38 |
| 3_3_place_gp | 0.2456 | 109 | 18.13 |
| 3_5_place_dp | 0.3013 | 109 | 18.13 |
-- timing repair --
| item | 4_1_cts | 5_1_grt |
|---|---|---|
| setup buffers | 0 | 0 |
| hold buffers | 0 | 0 |
| gates resized | 1 | 3 |
| gates cloned | 0 | 0 |
| endpoints found under the setup margin | 1 | 1 |
| pin swaps | 0 | 1 |
-- worst max-delay path, cell delays in order (launching register included) --
cell and delay (ns):
sky130_fd_sc_hd__dfxtp_1 0.35, sky130_fd_sc_hd__inv_1 0.07, sky130_fd_sc_hd__ha_1 0.15, sky130_fd_sc_hd__nor4b_4 0.18, sky130_fd_sc_hd__nand2_1 0.09, sky130_fd_sc_hd__nor4_1 0.22, sky130_fd_sc_hd__dlymetal6s2s_1 0.14
Power is estimated from default activity; no workload was simulated.
